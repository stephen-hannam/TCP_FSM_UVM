==> flow/design.v <==
module TCP (
  output logic ACK_o,
  output logic FIN_o,
  output logic RST_o,
  output logic SYN_o,
  input ACK_i,
  input FIN_i,
  input RST_i,
  input SYN_i,
  input a_opn,
  input clk,
  input cls,
  input p_opn,
  input rst_n,
  input send_data,
  input timo_strb
);
  enum {
    CLOSED_BIT,
    CLOSE_WAIT_BIT,
    CLOSING_BIT,
    ESTABLISHED_BIT,
    FIN_WAIT_1_BIT,
    FIN_WAIT_2_BIT,
    LAST_ACK_BIT,
    LISTEN_BIT,
    SYN_RCVD_BIT,
    SYN_SENT_BIT,
    TIME_WAIT_BIT
  } index;
  enum logic [10:0] {
    CLOSED      = 11'b1<<CLOSED_BIT,
    CLOSE_WAIT  = 11'b1<<CLOSE_WAIT_BIT,
    CLOSING     = 11'b1<<CLOSING_BIT,
    ESTABLISHED = 11'b1<<ESTABLISHED_BIT,
    FIN_WAIT_1  = 11'b1<<FIN_WAIT_1_BIT,
    FIN_WAIT_2  = 11'b1<<FIN_WAIT_2_BIT,
    LAST_ACK    = 11'b1<<LAST_ACK_BIT,
    LISTEN      = 11'b1<<LISTEN_BIT,
    SYN_RCVD    = 11'b1<<SYN_RCVD_BIT,
    SYN_SENT    = 11'b1<<SYN_SENT_BIT,
    TIME_WAIT   = 11'b1<<TIME_WAIT_BIT,
    XXX = 'x
  } state, nextstate;
  always_comb begin
    nextstate = XXX;  
    ACK_o = 0;  
    FIN_o = 0;  
    RST_o = 0;  
    SYN_o = 0;  
    unique case (1'b1)
      state[CLOSED_BIT] : begin
        if              (a_opn) begin
                                                       nextstate = SYN_SENT;
                                                       SYN_o = 1;
        end
        else if                (p_opn)                 nextstate = LISTEN;
        else                                           nextstate = CLOSED;
      end
      state[CLOSE_WAIT_BIT]: begin
        if                     (cls) begin
                                                       nextstate = LAST_ACK;
                                                       FIN_o = 1;
        end
      end
      state[CLOSING_BIT]: if   (ACK_i)                 nextstate = TIME_WAIT;
      state[ESTABLISHED_BIT]: begin
        unique if              (cls) begin
                                                       nextstate = FIN_WAIT_1;
                                                       FIN_o = 1;
        end
        else if                (FIN_i) begin
                                                       nextstate = CLOSE_WAIT;
                                                       ACK_o = 1;
        end
        else if                (RST_i)                 nextstate = LISTEN;
        else if                (ACK_i)                 nextstate = ESTABLISHED;
      end
      state[FIN_WAIT_1_BIT]: begin
        if                     (FIN_i && ACK_i) begin
                                                       nextstate = TIME_WAIT;
                                                       ACK_o = 1;
        end
        else if                (FIN_i) begin
                                                       nextstate = CLOSING;
                                                       ACK_o = 1;
        end
        else if                (ACK_i)                 nextstate = FIN_WAIT_2;
      end
      state[FIN_WAIT_2_BIT]: begin
        if                     (FIN_i) begin
                                                       nextstate = TIME_WAIT;
                                                       ACK_o = 1;
        end
      end
      state[LAST_ACK_BIT]: if  (ACK_i || timo_strb)    nextstate = CLOSED;
      state[LISTEN_BIT] : begin
        unique if              (cls)                   nextstate = CLOSED;
        else if                (send_data) begin
                                                       nextstate = SYN_SENT;
                                                       SYN_o = 1;
        end
        else if                (SYN_i) begin
                                                       nextstate = SYN_RCVD;
                                                       SYN_o = 1;
                                                       ACK_o = 1;
        end
      end
      state[SYN_RCVD_BIT]: begin
        unique if              (cls) begin
                                                       nextstate = FIN_WAIT_1;
                                                       FIN_o = 1;
        end
        else if                (timo_strb) begin
                                                       nextstate = CLOSED;
                                                       RST_o = 1;
        end
        else if                (ACK_i)                 nextstate = ESTABLISHED;
        else if                (RST_i)                 nextstate = LISTEN;
      end
      state[SYN_SENT_BIT]: begin
        if                     (cls || timo_strb)      nextstate = CLOSED;
        else if                (SYN_i && ACK_i) begin
                                                       nextstate = ESTABLISHED;
                                                       ACK_o = 1;
        end
        else if                (SYN_i) begin
                                                       nextstate = SYN_RCVD;
                                                       ACK_o = 1;
                                                       SYN_o = 1;
        end
      end
      state[TIME_WAIT_BIT]: if (timo_strb)             nextstate = CLOSED;
    endcase
  end
  always_ff @(posedge clk or negedge rst_n) begin
    if (!rst_n)
      state <= CLOSED;
    else
      state <= nextstate;
  end
endmodule
==> flow/run.sh <==
#!/bin/bash
# OpenROAD 26Q1-2900-gdf79404cd8, Yosys 0.63+post, stock flow scripts
make -C /OpenROAD-flow-scripts/flow DESIGN_CONFIG=/design/flow/config.mk WORK_HOME=/design/flow/orfs finish
==> flow/config.mk <==
export PLATFORM = sky130hd
export DESIGN_NAME = TCP
export DESIGN_NICKNAME = TCP
export VERILOG_FILES = /design/flow/design.v
export SDC_FILE = /design/flow/constraint.sdc
export NUM_CORES = 4
export LEC_CHECK = 1
export CORE_AREA = 10 10 74 74
export DIE_AREA = 0 0 84 84
==> flow/constraint.sdc <==
current_design TCP

set clk_period 1.9
set clk_io_pct 0.2

create_clock -name clk0 -period $clk_period [get_ports {clk}]

set non_clock_inputs [all_inputs -no_clocks]
set_input_delay [expr $clk_period * $clk_io_pct] -clock clk0 $non_clock_inputs
set_output_delay [expr $clk_period * $clk_io_pct] -clock clk0 [all_outputs]
==> qor.yml <==
status: "complete, but fails checks"
violations: "negative setup slack"
cts.sinks: 11
cts_buffers: 3
finalWirelength_um: 1610
min-delay-path-class: "flop to flop"
clockBufferDepth: 2
rsz0062_at_grt: "yes"
syn_inst: 53
die_area_um2: 7060
p_comb_share_pct: 41.6
dpl.cell_count: 131
overflow: 0
p_int_w: 0.000683
min_period_ns: 2.01
antenna_cells: 0
syn_avg_cell_area_um2: 10.6
ff_type: "dfrtp_1"
fmax_mhz: 498
crit_path_end_kind: "primary output"
synth_async_sr_flop_share_pct: 100
tightest_slew_ns: 0.489
yosys.stat.chipArea_um2: 559
top_regs: "state x11"
wl_per_cell_um: 11.9
drcViolationCount: 0
io_buffers: 14
grt_first_pass_wirelength_um: 2770
insertion_delay_ns: 0.24
io_pins: 15
vdd_drop_max_v: 0.000312
critPathKind: "flop to primary output"
grt_pass1_vias: 597
clkPwrFrac_pct: 23.3
die_w_um: 84
synth-seq-area-share_pct: 49.4
fin_util_pct: 24.1
synth_area_um2: 559
top_register: "state"
largest_register_ff_count: 11
drtAntennaViolNets: 0
drive_gt1_share_pct: 36.0
critPathArrivalTime_ns: 1.63
switching_power_w: 0.000306
place_ws_ns: -0.419
detailed_place_hpwl_um: 1320
syn_to_final_growth_pct: 71.1
ys_types: 27
seqPwrFrac_pct: 35.0
slew_headroom_pct: 67.3
antenna_found_initial: 0
synth_flop_count: 11
clock_skew_ns: 0.00427
row_count: 23
setup_violations: 2
swShare_pct: 30.9
hold_violations: 0
htreeDepth: 1
cp.required_ns: 1.52
maxCapViolations: 0
finalClockPeriodUsage_pct: 106
drtIter0Drc: 30
avgViaCountPerCell: 3.93
powerDensity_nw_per_um2: 1030
edf_count: 0
gp_congestion: 0.787
ys_cells: 53
grt.total_usage_pct: 4.72
dr_total_vias: 534
stdcell_count: 136
firstDrtPassIters: 4
grt_max_degree: 12
fin_ws_ns: -0.110
yosysWarnings: 1
critPathMaxFanout: 2
warnings: 27
core_area_um2: 3970
drv_slew: 0
dieHeight_um: 84
cp-start-kind: "flop"
cts_root_buffer: "clkbuf_8"
initCoreUtil_pct: 14.1
clk_pin_slew_ns: 0.05
cts_tree: "yes"
power.leakage_nw: 0.429
## power groups by stage
stage     combinational, W  sequential (W)  clock [W]
4_1_cts           0.000419        0.000346   0.000237
6_report          0.000412        0.000346   0.000231
5_1_grt           0.000457        0.000353   0.000249
## cells by family after synthesis
| group | count (synthesis) | share of synthesized area (%) |
|---|---|---|
| and+or+nand+nor | 25 | 29.1 |
| buffers and inverters | 2 | 1.34 |
| muxes | 1 | 2.01 |
| AOI/OAI and AO/OA | 14 | 18.1 |
| DFF | 11 | 49.4 |
## final timing paths
| kind | slack, ns | cells after the start | start | to |
|---|---|---|---|---|
| worst min register to register | 0.41 | 0 | state[1] | state[6] |
| min in group asynchronous | 0.47 | 1 | rst_n | state[7] |
| max in group asynchronous | 1.07 | 1 | rst_n | state[0] |
| worst min-delay path | 0.41 | 0 | state[1] | state[6] |
| worst max-delay path | -0.11 | 5 | state[6] | ACK_o |
| worst max register to register | 0.45 | 5 | state[6] | state[0] |
## cell usage after synthesis (all sizes together) (2+ instances only)
library cell | n | area (um2)
a211oi | 3 | 22.5
dfrtp | 10 | 250
nand2 | 6 | 22.5
nand2b | 2 | 12.5
nand4b | 2 | 17.5
nor2 | 4 | 15.0
nor2b | 2 | 12.5
nor3 | 2 | 15.0
o21ai | 6 | 30.0
## placed cells by master, fill, tap and decap left out, types with 2 or more instances in the layout
cell and count:
dfrtp_1 10, buf_2 2, dlygate4sd2_1 5, nand4b_1 2, nor2_1 4, nand2_1 6, clkdlybuf4s50_1 6, a211oi_1 2
clkbuf_8 3, o21ai_1 2, o21ai_0 4, buf_4 15
## final cells by class
cell class,count,area (um2)
Fill cell,419,3010
Clock buffer,4,45.0
Inverter,1,3.75
Timing Repair Buffer,30,248
Sequential cell,11,277
Multi-Input combinational cell,40,322
Tap cell,50,62.6
## what timing repair did
item | in CTS | in global routing
gates cloned | 0 | 0
setup endpoints to repair | 4 | 4
buffers inserted | 1 | 0
hold buffers | 0 | 0
pin swaps | 7 | 1
resized | 21 | 0
## critical path, cell delays in order, from the launching register on
cell and delay, ns:
dfrtp_1 0.40, nor4_4 0.28, buf_4 0.15, nand4b_1 0.13, mux2_4 0.32, buf_2 0.11
## routing by layer
| metal | GRT usage (%) | up-vias | wire, um |
|---|---|---|---|
| li1 | - | 266 | - |
| met1 | 5.29 | 255 | 643 |
| met2 | 8.36 | 11 | 862 |
| met3 | 1.97 | 2 | 92 |
| met4 | 0.457 | 0 | 12 |
| met5 | 0 | - | 0 |
## through the flow
step / total power (W) / TNS (ns) / hold slack [ns] / cell area [um2]
after floorplan: 0.000511 / 0 / 0.0844 / 559
after global placement: 0.000734 / -1.39 / 0.395 / 871
after detailed placement: 0.000737 / -1.45 / 0.402 / 871
after CTS: 0.00100 / -0.180 / 0.409 / 957
after global routing: 0.00106 / -0.447 / 0.430 / 957
final: 0.000989 / -0.117 / 0.407 / 957
Power figures rest on the tool's default switching activity, not on a simulated workload.
